### design/flow/config.mk
export PLATFORM = sky130hd
export DESIGN_NAME = uart_tx
export DESIGN_NICKNAME = uart_tx
export VERILOG_FILES = /design/flow/design.v
export SDC_FILE = /design/flow/constraint.sdc
export NUM_CORES = 4
export LEC_CHECK = 1
export CORE_AREA = 10 10 70 70
export DIE_AREA = 0 0 80 80
### design/flow/constraint.sdc
current_design uart_tx

set clk_period 2.3
set clk_io_pct 0.2

create_clock -name clk0 -period $clk_period [get_ports {txck}]

set non_clock_inputs [all_inputs -no_clocks]
set_input_delay [expr $clk_period * $clk_io_pct] -clock clk0 $non_clock_inputs
set_output_delay [expr $clk_period * $clk_io_pct] -clock clk0 [all_outputs]
### design/flow/design.v
`timescale 1ns / 1ps
module uart_tx( 
input [7:0] txpd, 
input tstart, txck, clk, rst,
output txsd, output reg [3:0] state
    );
    reg [3:0] next;
    reg [7:0] buffer;
    always@(*)begin
    case(state)
    4'd0: begin next <= (tstart)? 4'd1: 4'd0; buffer <=txpd; end
    4'd1: next <= state+4'd1;  
    4'd2: next <= state+4'd1;  
    4'd3: next <= state+4'd1;
    4'd4: next <= state+4'd1;
    4'd5: next <= state+4'd1;
    4'd6: next <= state+4'd1;
    4'd7: next <= state+4'd1;
    4'd8: next <= state+4'd1;
    4'd9: next<= state+4'd1;
    4'd10: next <= (tstart)? 4'd1: 4'd0;  
    default : next<=4'd0;
    endcase
    end
    always@(posedge txck, posedge rst)begin
    if(rst) state <= 4'd0;
    else  state <= next;
    end
    assign txsd = (state ==4'd0)? 1: 
                    (state ==4'd1)? 0:  
                    (state ==4'd2)?buffer[0]:
                    (state ==4'd3)?buffer[1]:
                    (state ==4'd4)?buffer[2]:
                    (state ==4'd5)?buffer[3]:
                    (state ==4'd6)?buffer[4]:
                    (state ==4'd7)?buffer[5]:
                    (state ==4'd8)?buffer[6]:
                    (state ==4'd9)?buffer[7]:
                    (state ==4'd10)?1:1;
endmodule
### design/flow/run.sh
#!/bin/bash
# OpenROAD 26Q1-2900-gdf79404cd8, Yosys 0.63+post, stock flow scripts
make -C /OpenROAD-flow-scripts/flow DESIGN_CONFIG=/design/flow/config.mk WORK_HOME=/design/flow/orfs finish
==> impl_metrics.yaml <==
# physical design summary
detailed_routing:
  drt_iter0_drc: 7
  wl_um: 1280
  ant_nets: 0
  first_pass_iters: 4
  viasPerCell: 3.56
  dr_total_vias: 434
  n_antenna_cell: 0
  drc: 0
  post_drt_wl_per_cell_um: 10.5
clocking:
  clk_pin_slew_worst_paths_ns: 0.04
  cts_tree: "built"
  htree_num_levels: 1
  cts_buffer_depth: 2
  holdBufCountCts: 0
  cts_buffers: 3
  clock_latency_ns: 0.24
  root_buffer: "clkbuf_4"
setup_path:
  arrival_ns: 1.68
  rr_endpoint: "state[0]"
  start_kind: "flip-flop"
  required_ns: 1.84
  r2r_cells: 6
  cp_max_fo: 3
  r2r_start: "state[1]"
  end_kind: "output pin"
  crit_type: "reg -> out"
  rrSetupSlack_ns: 0.62
synthesis:
  syn_area_um2: 546
  ys_chip_area_um2: 546
  ys_warn_count: 1
  ys_cells: 50
  synthTopCellsByArea: "dlxtp_1 (22%), dfrtp_1 (18%), ha_1 (9.2%)"
  top_area_cell: "dlxtp_1"
  synth_cells: 50
  yosys.area.top_type_share_pct: 22.0
  ys_ff: 12
  synth_cell_types: 28
  avgSynthCellArea_um2: 10.9
timing:
  untimed_endpoints: 8
  setup_viol: 0
  hold_viol: 0
  period_used_pct: 92.8
  slew_headroom_pct: 49.4
  post-route-min-period_ns: 2.14
  clock.fmax_mhz: 468
  whs_ns: 0.396
  unclocked_pins: 8
  tightest_slew_ns: 0.757
  setup_tns_ns: 0
  finalClockSkew_ns: 0.00215
  grt_setup_unrepaired: "no"
  maxSlewViolCount: 0
floorplan:
  die_area_um2: 6400
  core_um2: 3420
  pin_count: 17
  initial_utilization_pct: 16.0
  die_h_um: 80
  chipWidth_um: 80
  rows: 21
layout:
  fin_area_um2: 872
  area_growth_pct: 59.9
  layout-drive-gt1-share_pct: 35.5
run_status:
  status: "complete, no violations"
global_routing:
  grt_pass1_wl_um: 2060
  first_global_vias: 490
  grt_overflow: 0
  grt_max_degree: 9
  antenna_found_initial: 0
  track_usage_pct: 3.85
placement:
  place_congestion: 0.785
  portBuffers: 15
  dp_hpwl_um: 992
  placed_area_um2: 787
pwr:
  peakVddDrop_v: 0.000215
  p_leak_nw: 0.356
  p_per_area_nw_per_um2: 1030
run:
  warning_count: 29
  maxCapViolCount: 0
min_path:
  min_path_type: "in -> async"
==> critical path, stage by stage, from the launching register on <==
cell	delay, ns
dfrtp_1	0.40
buf_6	0.14
ha_4	0.16
nor3b_4	0.14
nor3_2	0.23
a2111oi_4	0.08
nor3_2	0.17
clkbuf_2	0.12
==> sequential cells by signal, indices dropped and copies added, names as in the netlist <==
name / flops
buffer: 8
state: 4
==> per-stage QoR <==
| stage | std cells | utilization [%] | total power (W) | setup slack (ns) |
|---|---|---|---|---|
| 2_1_floorplan | 50 | - | 0.000526 | 0.509 |
| 3_3_place_gp | 116 | 23.0 | 0.000737 | 0.0255 |
| 3_5_place_dp | 116 | 23.0 | 0.000745 | -0.00414 |
| 4_1_cts | 120 | 24.0 | 0.000849 | 0.0222 |
| 5_1_grt | 122 | 25.5 | 0.000967 | 0.0888 |
| 6_report | 122 | 25.5 | 0.000900 | 0.165 |
==> Yosys cell counts <==
cell,number
nor2b_1,1
nor3b_1,2
xnor2_1,1
and2b_1,1
o22ai_1,1
a2111oi_4,1
o32ai_1,1
nand2b_1,1
nor3_2,2
buf_4,1
nor4_1,1
o21a_1,1
o21ai_2,1
o41ai_4,1
a21o_1,1
ha_1,4
buf_6,1
inv_1,5
nor3_1,1
dlxtp_1,8
nor3b_2,1
nor4b_1,1
dfrtp_1,4
nor2_1,4
nand2b_2,1
nand3_1,1
xor2_1,1
mux2i_1,1
==> power breakdown <==
part / switching [W] / internal, W
sequential: 0.0000342 / 0.000177
clock: 0.0000334 / 0.0000587
combinational: 0.000278 / 0.000319
total: 0.000346 / 0.000555
==> kinds of logic after synthesis <==
kind of cell	share of synthesized area (%)
compound gates	17.2
xor+xnor	3.21
fa+ha+maj	9.17
buf+inv	6.88
flops	18.3
latches	22.0
mux	1.83
simple gates	21.3
==> per-layer routing <==
metal	global-route usage (%)	wire [um]	vias up
met5	0	0	-
met4	0.880	23	0
met2	6.82	697	8
met3	1.14	48	3
li1	-	-	223
met1	4.41	514	200
==> placed cells by master, fill, tap and decap left out, types with 2 or more instances in the layout <==
cell / synthesis / final
clkdlybuf4s50_1: 0 / 14
buf_4: 1 / 9
dlxtp_1: 8 / 8
nor2_1: 4 / 4
inv_1: 5 / 4
clkbuf_4: 0 / 3
dfrtp_1: 4 / 3
nor3b_1: 2 / 2
nor3_2: 2 / 2
ha_4: 0 / 2
==> how the worst max path moves through the flow <==
stage,start,endpoint,slack [ns],depth (start not counted)
after CTS,state[0],txsd,0.02,7
after global routing,state[1],txsd,0.09,6
final,state[0],txsd,0.16,7
==> cell type report <==
cell class | count | area [um^2]
repair buffers | 25 | 224
fillers | 366 | 2540
multi-input cells | 31 | 328
well taps | 46 | 57.6
inverters | 5 | 18.8
flip-flops and latches | 12 | 221
clock buffers | 3 | 22.5
==> what timing repair did <==
item | in CTS | in global routing
pin swaps | 2 | 5
buffers inserted | 1 | 2
setup endpoints to repair | 1 | 1
gates resized | 3 | 10
Power figures rest on the tool's default switching activity, not on a simulated workload.
